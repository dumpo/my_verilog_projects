<file path="design/flow/run.sh">
#!/bin/bash
# OpenROAD 26Q1-2900-gdf79404cd8, Yosys 0.63+post, stock flow scripts
make -C /OpenROAD-flow-scripts/flow DESIGN_CONFIG=/design/flow/config.mk WORK_HOME=/design/flow/orfs finish
</file>
<file path="design/flow/constraint.sdc">
current_design clock_delay

set clk_period 2.2
set clk_io_pct 0.2

create_clock -name clk0 -period $clk_period [get_ports {clk_in}]

set non_clock_inputs [all_inputs -no_clocks]
set_input_delay [expr $clk_period * $clk_io_pct] -clock clk0 $non_clock_inputs
set_output_delay [expr $clk_period * $clk_io_pct] -clock clk0 [all_outputs]
</file>
<file path="design/flow/design.v">
`timescale 1ns / 1ps
module clock_delay(
	input rst,
    input clk_in,
    output clk_out
    );
reg carry;
reg [12:0] cnt1;
reg [13:0] cnt2;
reg clk_EN;
reg cnt_EN;
always@(posedge clk_in) begin
	if(rst) begin
		cnt1<=0;
		carry<=0;
	end
	else if(cnt1==13'd50) begin
		cnt1<=0;
		carry<=1;
	end
	else begin
		cnt1<=cnt1+1;
		carry<=0;
	end
end
always@(posedge clk_in) begin
	if(rst) begin
		cnt2<=0;
		cnt_EN<=0;
	end
	else if(cnt2==14'd10) begin
		cnt2<=0;
		cnt_EN<=1;
	end
	else if(carry) begin
	cnt2<=cnt2+1;
	end
	else cnt_EN<=cnt_EN;
end
always@(cnt_EN or clk_in)
	if(!clk_in)  clk_EN=cnt_EN;
assign clk_out=clk_in&clk_EN;
endmodule
</file>
<file path="design/flow/config.mk">
export PLATFORM = sky130hd
export DESIGN_NAME = clock_delay
export DESIGN_NICKNAME = clock_delay
export VERILOG_FILES = /design/flow/design.v
export SDC_FILE = /design/flow/constraint.sdc
export NUM_CORES = 4
export LEC_CHECK = 1
export CORE_AREA = 10 10 93 93
export DIE_AREA = 0 0 103 103
</file>
==> impl_metrics.toml <==
# yosys + openroad results
[status]
status = "finished with violations"
violations = "negative setup slack"

[synthesis]
top_cell_area_share = 0.4241
ys.flops = 30
synthArstFlopShare = 0
synth.most_common_cell = "nor2_1"
yosysTopAreaCell = "dfxtp_1"
area_leaders = "dfxtp_1 (42%), xnor2_1 (12%), nor2_1 (8.5%), nor4_2 (4.6%), ha_1 (3.7%)"
yosysUniqueCellTypes = 26
synth-edff-count = 0
common_cells = "nor2_1 (31), dfxtp_1 (29), xnor2_1 (19)"
ff_type = "dfxtp_1"
yosys_area_um2 = 1369
avgSynthCellArea_um2 = 9.187
synth_area_um2 = 1369
yosysCellCount = 149
yosys_warnings = 1
syn_inst = 149

[global_route]
grt.total_usage = 0.04487
grt_pass1_wl_um = 3926
antenna_found_initial = 0
grt_start_max_net_pins = 15
grt-ovfl-total = 0
grt_pass1_vias = 905

[hold_path]
hp-class = "register to latch"

[power_and_ir_drop]
ir_worst_vdd_v = 0.0004134
p_per_area_nw_per_um2 = 774.9
p_total_mw = 1.263
p_leak_nw = 0.5273

[route]
highest_layer = "met4"
vias_per_cell = 4.004
drtIter0Drc = 27
met2_length_um = 930
routed_wl_um = 2169
first_pass_iters = 4
ant_nets = 0
met1_length_um = 1083
wl_per_cell_um = 9.075
drc_errors = 0
vias = 957
dr_wl_met3_um = 83
diodes = 0

[layout]
num-fill-cells = 723
design_area_um2 = 1630
fin_util = 0.2413
area_delta_synth_final_pct = 19.10
drive_above_1_share = 0.1572

[sta]
tightest_slew_ns = 0.4934
maxSlewViolCount = 0
worst_slack_ns = -0.3417
hold_viol = 0
slew_headroom = 0.6711
grt_setup_unrepaired = "yes"
fin_skew_ns = 0.01187
setup_tns_ns = -0.3417
finalSetupViolations = 2

[die]
die_w_um = 103
fp_util = 0.2026
core_region_area_um2 = 6756
ios = 3
dieArea_um2 = 10610
die.size.y_um = 103
num_rows = 30

[cts]
cts_hold_buf = 0
cts_tree = "done"
cts_setup_buffers = 0
cts.clk_slew.worst_paths_ns = 0.07
clkLatencyLatePin_ns = 0.38

[worst_setup_path]
worstPathRequired_ns = 1.76
critPathCaptureType = "output pin"
critPathMaxFanout = 1
path_class = "latch to output pin"
cp.arrival_ns = 2.10
cp-start-kind = "latch"

[placed_design]
port_buffers = 2
place_ws_ns = -0.2494
dpl.hpwl_um = 1479
dpl_cell_area_um2 = 1468
place.gp.congestion = 0.8268

[job]
max_cap_violations = 0
tool_warnings = 31
-- logic make-up after synthesis --
logic type,Yosys count,share of synthesized area
simple gates,77,0.3254
compound gates,2,0.009139
flops,29,0.4241
buf+inv,12,0.04022
latches,1,0.01097
fa+ha+maj,4,0.03656
xor+xnor,24,0.1536
-- critical path, stage by stage, from the launching register on --
cell and delay (ns):
dlxtn_2 0.40, and2_4 0.13, buf_6 0.07
-- repair_timing --
item                       in CTS  in global routing
resized                         3                  3
pin swaps                       0                  1
setup endpoints to repair       2                  2
-- where the power goes --
group / internal [mW] / switching [mW] / total (mW)
registers: 0.542 / 0.00558 / 0.548
logic: 0.00776 / 0.0127 / 0.0205
clock network: 0.484 / 0.211 / 0.695
total: 1.03 / 0.229 / 1.26
-- flip-flops by register name, indices dropped and copies added, names as in the netlist --
name and flops:
cnt_EN 1, cnt1 13, clk_EN 1, carry 1
cnt2 14
-- placed cells by master (no fill, tap or decap) --
master	count
nor2_1	31
dfxtp_1	29
xnor2_1	19
inv_1	9
clkbuf_8	9
nand3_1	7
nor3_1	7
nand2_1	7
nand4_1	5
xor2_1	5
nor4_2	5
ha_1	4
nor2_2	3
nor4_1	2
nor4b_1	2
nand4_4	2
and2_4	1
and4b_1	1
nand2b_1	1
nand3_2	1
nand2b_2	1
or3_1	1
a211oi_1	1
a21oi_1	1
dlxtn_2	1
bufinv_16	1
clkbuf_1	1
clkdlybuf4s50_1	1
buf_6	1
-- final timing paths --
path	from	to	slack, ns	cells after the start
worst max-delay path	clk_EN	clk_out	-0.34	2
worst min register to register	cnt_EN	clk_EN	0.41	0
worst min-delay path	cnt_EN	clk_EN	0.41	0
worst max register to register	cnt2[1]	cnt2[1]	0.60	5
-- metal layers --
layer | up-vias | track usage
met2 | 7 | 0.06241
met1 | 429 | 0.05998
met3 | 6 | 0.02099
li1 | 515 | -
met4 | 0 | 0.01497
met5 | - | 0
-- cell type report --
type / count / area, um2 / share of cell area
multi-input cells: 107 / 720.7 / 0.4421
flip-flops and latches: 30 / 596.8 / 0.3661
clock buffers: 11 / 138.9 / 0.08519
well taps: 80 / 100.1 / 0.06140
inverters: 9 / 33.78 / 0.02072
clock inverters: 1 / 30.03 / 0.01842
repair buffers: 1 / 10.01 / 0.006140
-- metrics by stage --
| step | hold WS [ns] | std cells |
|---|---|---|
| global route | 0.4185 | 239 |
| global placement | 0.3892 | 228 |
| floorplan | 0.3851 | 149 |
| finish | 0.4130 | 239 |
| CTS | 0.4110 | 239 |
| detailed placement | 0.3922 | 228 |
Power is estimated from default activity; no workload was simulated.
