==> /design/flow/run.sh <==
#!/bin/bash
# OpenROAD 26Q1-2900-gdf79404cd8, Yosys 0.63+post, stock flow scripts
make -C /OpenROAD-flow-scripts/flow DESIGN_CONFIG=/design/flow/config.mk WORK_HOME=/design/flow/orfs finish
==> /design/flow/config.mk <==
export PLATFORM = sky130hd
export DESIGN_NAME = parallel_to_serial
export DESIGN_NICKNAME = parallel_to_serial
export VERILOG_FILES = /design/flow/design.v
export SDC_FILE = /design/flow/constraint.sdc
export NUM_CORES = 4
export LEC_CHECK = 1
export CORE_AREA = 10 10 80 80
export DIE_AREA = 0 0 90 90
==> /design/flow/design.v <==
module parallel_to_serial
(
rst_n,load,clk,in,out
);
parameter WEIDTH=8;
input [WEIDTH-1:0] in;
input rst_n;
input load;
input clk;
output reg out;
reg [2:0] cnt;
reg [WEIDTH-1:0] in_reg;
always@(posedge clk or negedge rst_n) begin
	if(!rst_n) begin
		in_reg<=8'b0;
		out<=0;
		end
	else if(load) in_reg<=in;
	else begin
		case(cnt)
			0:out<=in_reg[0];
			1:out<=in_reg[1];
			2:out<=in_reg[2];
			3:out<=in_reg[3];
			4:out<=in_reg[4];
			5:out<=in_reg[5];
			6:out<=in_reg[6];
			7:out<=in_reg[7];
			default:out<=out;
		endcase
	end
end
always@(posedge clk or negedge rst_n) begin
	if(!rst_n) 
		cnt<=0;
	else if(cnt==WEIDTH-1)
		cnt<=0;
	else
		cnt<=cnt+1;
end
endmodule
==> /design/flow/constraint.sdc <==
current_design parallel_to_serial

set clk_period 1.7
set clk_io_pct 0.2

create_clock -name clk0 -period $clk_period [get_ports {clk}]

set non_clock_inputs [all_inputs -no_clocks]
set_input_delay [expr $clk_period * $clk_io_pct] -clock clk0 $non_clock_inputs
set_output_delay [expr $clk_period * $clk_io_pct] -clock clk0 [all_outputs]
==> impl_metrics.ini <==
; yosys + openroad results
[global_route]
track_usage = 0.0300
grt-ovfl-total = 0
grt_max_degree = 13
antenna_found_initial = 0
first_global_vias = 435
grt_pass1_wl_um = 2030

[floorplan]
die_y_um = 90
fp_util = 0.127
die_area_um2 = 8100
rows = 25
core-area_um2 = 4720
die_x_um = 90
pin_count = 12

[clock_tree]
cts-root-buf = clkbuf_8
clock_latency_ns = 0.24
clock_path_buffers = 2
cts-htree-levels = 1
cts.hold.buffers_added = 0
cts_tree = built
post_cts_buffers = 0
numClockSinks = 12
cts_buffers = 3
clk_pin_slew_ns = 0.05

[sta]
tightest_slew_ns = 0.561
slew-limit-headroom = 0.625
setup_viol_count_final = 0
finalWorstSetupSlack_ns = 0.110
tns_ns = 0
period_used_share = 0.936
hold_violations = 0
fin_skew_ns = 0.00380
slew_violations = 0
fmax_mhz = 629
min_period_ns = 1.59

[route]
totalWireLength_um = 1170
ant_nets = 0
drc_errors = 0
dr.pass1.iters = 2
antenna-diode-count = 0
wl_per_cell_um = 9.15
dr.first_iter.drc_count = 20
viasPerCell = 3.08
vias = 394

[status]
status = complete, no violations

[cells_and_area]
stdcell_area_um2 = 875
largest_register_ffs = 8
layout-drive-gt1-share = 0.262
final_util = 0.185
finalNonFillerCells = 128
area_delta_synth_final_pct = 45.6

[pwr]
p_leak_nw = 0.372
powerDensity_nw_per_um2 = 795
max-vdd-ir-drop_uv = 429

[synthesis]
synth_warnings = 1
synth_seq_share = 0.500
synth_cell_types = 17
syn_avg_cell_area_um2 = 13.3
syn_inst = 45
syn_area_um2 = 601
synth_chip_area_um2 = 601
ys_ff = 12
yosys_cells = 45

[critical_path]
crit_buf_inv = 0
critical_path.top_delay_family = AND-OR/OR-AND gates
slowest_stage = dfrtp_1
crit_arrival_ns = 1.72
cpPeakStageDelay_ns = 0.40
worstPathRequired_ns = 1.83
path_cells = ha_1 -> ha_1 -> a22o_2 -> a211oi_2 -> o2bb2ai_1 -> o21ai_2
start_kind = flop
cp-end-kind = flop
cp_max_fo = 3
crit_type = flop to flop
crit_path_frequent_cell = ha_1

[job]
max_cap_violations = 0
warnings = 29

[placed_design]
place_inst = 124
portBuffers = 11
placed_area_um2 = 811
preCtsSetupSlack_ns = 0.0622
gp_congestion = 0.794
dp_hpwl_um = 935

[worst_hold_path]
hp-class = input port to asynchronous set/reset pin
-- worst register-to-register path: cells and delay by family, from the launching register on --
| kind | cells | cell delay [ns] |
|---|---|---|
| AOI/OAI and AO/OA | 4 | 0.65 |
| adders and majority gates | 2 | 0.44 |
| DFF | 1 | 0.40 |
-- placed cells by master, fill, tap and decap left out --
cell type | Yosys | routed
buf_4 | 0 | 1
ha_2 | 0 | 1
clkbuf_8 | 0 | 4
o21ai_2 | 1 | 1
a22oi_1 | 1 | 1
nand2_1 | 3 | 3
nor4_2 | 0 | 1
a211oi_2 | 1 | 1
inv_1 | 4 | 4
mux2_2 | 3 | 3
o2bb2ai_1 | 1 | 1
nor2_1 | 1 | 1
buf_12 | 0 | 1
and3_2 | 1 | 1
nor2b_1 | 1 | 1
ha_1 | 6 | 5
dfrtp_1 | 12 | 12
mux2_4 | 1 | 1
a22o_2 | 1 | 1
mux2_1 | 6 | 6
clkdlybuf4s50_1 | 0 | 11
-- cells by family (layout without fill, tap and decap cells) --
| family | after synthesis | count (layout) | synth area share |
|---|---|---|---|
| flops | 12 | 12 | 0.500 |
| fa+ha+maj | 6 | 6 | 0.125 |
| mux | 10 | 10 | 0.194 |
| compound gates | 5 | 5 | 0.0792 |
| buf+inv | 5 | 21 | 0.0437 |
| simple gates | 7 | 7 | 0.0583 |
-- power by group --
part / internal (mW) / total (mW) / switching, mW / leakage [nW]
combinational: 0.0494 / 0.0724 / 0.0230 / 0.195
sequential: 0.308 / 0.320 / 0.0117 / 0.148
clock: 0.204 / 0.303 / 0.0992 / 0.0288
total: 0.562 / 0.696 / 0.134 / 0.372
-- per-layer routing --
layer / share of wire / up-vias / GRT usage
li1: - / 190 / -
met1: 0.56 / 190 / 0.0445
met2: 0.37 / 14 / 0.0400
met3: 0.070 / 0 / 0.0134
met4: 0 / 0 / 0.00265
met5: 0 / - / 0
-- path summary, 6_finish.rpt --
check                           slack (ns)        end  startpoint  cells past startpoint
max in group asynchronous             0.86     cnt[2]       rst_n                      1
worst min register to register        0.49  in_reg[5]   in_reg[5]                      1
worst min-delay path                  0.47     cnt[0]       rst_n                      1
worst max-delay path                  0.11        out      cnt[1]                      6
min in group clk0                     0.49  in_reg[5]   in_reg[5]                      1
worst max register to register        0.11        out      cnt[1]                      6
-- final cells by class --
class                           count  area, um^2
Tap cell                           67        83.8
Sequential cell                    12         300
Multi-Input combinational cell     28         283
Timing Repair Buffer               13         138
Inverter                            4        15.0
Fill cell                         510        3850
Clock buffer                        4        55.1
-- synthesized netlist by cell type, drive strengths merged --
library cell  number  area (um^2)
and3               1         7.51
a22o               1         10.0
nor4               1         6.26
mux2              10          116
o21ai              1         8.76
ha                 6         75.1
dfrtp             12          300
inv                4         15.0
o2bb2ai            1         8.76
nor2b              1         6.26
nand2              3         11.3
a211oi             1         12.5
buf                1         11.3
nor2               1         3.75
a22oi              1         7.51
-- through the flow --
| stage | power [mW] | hold slack, ns |
|---|---|---|
| 2_1_floorplan | 0.352 | 0.0444 |
| 3_3_place_gp | 0.395 | 0.471 |
| 3_5_place_dp | 0.398 | 0.474 |
| 4_1_cts | 0.705 | 0.485 |
| 5_1_grt | 0.732 | 0.509 |
| 6_report | 0.696 | 0.465 |
-- what timing repair did --
action / CTS / global route
endpoints found under the setup margin: 0 / 1
gates resized: 0 / 2
hold endpoints to repair: 0 / 0
Power is estimated from default activity; no workload was simulated.
